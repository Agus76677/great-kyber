--- flow/design.v ---
module cbd(
  input clk,
  input set,
  input reset,
  input wire readin,
  input wire readout,
  input wire [31:0] cbd_din_1,
  input wire [31:0] cbd_din_2,
  output reg signed [15:0] cbd_dout_1,  
  output reg signed [15:0] cbd_dout_2,
  output reg ok_in,
  output reg ok_out
);
reg we_1, we_2;
reg [4:0] addr_1, addr_2;
reg [31:0] din_1, din_2;
wire [31:0] dout_1, dout_2;
reg [31:0] cal_din;
wire [31:0] cal_dout;
dual_ram #(5, 32) ram1(
  .clk(clk),
  .we_1(we_1),
  .we_2(we_2),
  .addr_1(addr_1),
  .addr_2(addr_2),
  .din_1(din_1),
  .din_2(din_2),
  .dout_1(dout_1),
  .dout_2(dout_2)
);
cbd2_cal cbd2_1(
  .clk(clk),
  .set(set),
  .din(cal_din),
  .dout(cal_dout)
);
reg [5:0] counter;  
reg [3:0] timer;
reg ready;
reg [1:0] grain;
reg [31:0] dout;
reg ctrl;
wire signed [3:0] temp1 = ((dout >> (grain*8  )) & 'hf);
wire signed [3:0] temp2 = ((dout >> (grain*8+4)) & 'hf);
always @(posedge clk or posedge reset) begin
  if(reset) begin
    addr_1 <= 'dz; addr_2 <= 'dz;
    din_1  <= 'dz; din_2  <= 'dz;
    we_1   <=   0; we_2   <=   0;
    ok_in  <=   1; ok_out <=   0;
    ready   <= 0;
    counter <= 0;
    timer   <= 0;
    grain   <= 0;
    ctrl    <= 0;
  end else if(set && readin && !ready && ok_in) begin
    if(counter < 32) begin
      counter <= counter + 2;
      we_1 <= 1; we_2 <= 1;
      addr_1 <= counter;
      addr_2 <= counter + 1;
      din_1  <= cbd_din_1;
      din_2  <= cbd_din_2;
    end else begin
      we_1   <=   0; we_2   <=   0;
      ok_in   <= 0;  
      ready   <= 1;  
      counter <= 0;  
    end
  end else if(set && ready && !ok_out) begin
    if(counter < 36) begin
      counter <= counter + 1;  
      we_1 <= 0;
      if(counter < 32) begin
        addr_1 <= counter;
      end
      if(timer > 1) begin
        cal_din <= dout_1;
      end
      if(timer < 4) begin
        timer <= timer + 1;
      end else begin
        we_2   <= 1;
        addr_2 <= counter - 4;
        din_2  <= cal_dout;
      end
    end else begin
         we_2  <=   0;
      ok_out    <=   1;
      counter   <=   0;
      timer     <=   0;  
    end
  end else if(set && ready && ok_out && readout) begin
    if(timer < 3) begin
      timer <= timer + 1;
    end else begin
      timer <= 0;
    end
    if(ctrl) begin
      grain <= grain + 1;
      cbd_dout_1 <= temp1;
      cbd_dout_2 <= temp2;
    end
    if(counter < 33) begin
      if(timer == 0) begin
        counter <= counter + 1;
        addr_1  <= counter;
      end
      if(timer == 2) begin
        dout <= dout_1;
        ctrl <= 1;
      end
    end else begin
      if(timer == 2) begin
        ok_in  <=   1; ok_out <=   0;
        ready   <= 0;  
        counter <= 0;
        timer   <= 0;  
        ctrl    <= 0;
      end
    end
  end else begin
  end
end
endmodule
module cbd2_cal(
  input clk,
  input set,
  input wire [31:0] din,
  output reg [31:0] dout
);
reg [31:0] d;
always @(posedge clk) begin
  if(set) begin
    d = (din & 32'h55555555) + ((din >> 1) & 32'h55555555);
    dout =  ((( ((d >> (4*0)) & 'h3) - ((d >> (4*0+2)) & 'h3) ) & 'hf ) << 0  )
          | ((( ((d >> (4*1)) & 'h3) - ((d >> (4*1+2)) & 'h3) ) & 'hf ) << 4  )
          | ((( ((d >> (4*2)) & 'h3) - ((d >> (4*2+2)) & 'h3) ) & 'hf ) << 8  )
          | ((( ((d >> (4*3)) & 'h3) - ((d >> (4*3+2)) & 'h3) ) & 'hf ) << 12 )
          | ((( ((d >> (4*4)) & 'h3) - ((d >> (4*4+2)) & 'h3) ) & 'hf ) << 16 )
          | ((( ((d >> (4*5)) & 'h3) - ((d >> (4*5+2)) & 'h3) ) & 'hf ) << 20 )
          | ((( ((d >> (4*6)) & 'h3) - ((d >> (4*6+2)) & 'h3) ) & 'hf ) << 24 )
          | ((( ((d >> (4*7)) & 'h3) - ((d >> (4*7+2)) & 'h3) ) & 'hf ) << 28 )
          ;
  end
end
endmodule
module dual_ram #(parameter DEPTH = 8, WIDTH = 16)(
  input clk,
  input wire we_1,  
  input wire we_2,
  input wire [DEPTH-1:0] addr_1,
  input wire [DEPTH-1:0] addr_2,
  input wire [WIDTH-1:0] din_1, 
  input wire [WIDTH-1:0] din_2,
  output reg [WIDTH-1:0] dout_1,
  output reg [WIDTH-1:0] dout_2
);
reg [WIDTH-1:0] mem [ (1<<DEPTH)-1 :0];
initial begin  
end
always @(posedge clk) begin
  if(we_1) begin
    mem[addr_1] <= din_1;
    dout_1 <= din_1;  
  end else begin
    dout_1 <= mem[addr_1];
  end
end
always @(posedge clk) begin
  if(we_2) begin
    mem[addr_2] <= din_2;
    dout_2 <= din_2;
  end else begin
    dout_2 <= mem[addr_2];
  end
end
task load_mem(input [1:0] type);
  begin
    case (type)
      0: begin
        $readmemh("/!Github_coding/project-kyber/sim_hash_stub/mem0_hash_stub.hex", mem);
      end
      1: begin
        $readmemh("/!Github_coding/project-kyber/sim_hash_stub/mem1_hash_stub.hex", mem);
      end
      2: begin
        $readmemh("/!Github_coding/project-kyber/sim_hash_stub/mem2_hash_stub.hex", mem);
      end
      3: begin
        $readmemh("/!Github_coding/project-kyber/sim_hash_stub/mem3_hash_stub.hex", mem);
      end
    endcase
  end
endtask
endmodule
--- flow/run.sh ---
#!/bin/bash
# OpenROAD 26Q1-2900-gdf79404cd8, Yosys 0.63+post, stock flow scripts
make -C /OpenROAD-flow-scripts/flow DESIGN_CONFIG=/design/flow/config.mk WORK_HOME=/design/flow/orfs finish
--- flow/config.mk ---
export PLATFORM = sky130hd
export DESIGN_NAME = cbd
export DESIGN_NICKNAME = cbd
export VERILOG_FILES = /design/flow/design.v
export SDC_FILE = /design/flow/constraint.sdc
export NUM_CORES = 4
export LEC_CHECK = 1
export CORE_UTILIZATION = 40
--- flow/constraint.sdc ---
current_design cbd

set clk_period 17.4
set clk_io_pct 0.2

create_clock -name clk0 -period $clk_period [get_ports {clk}]

set non_clock_inputs [all_inputs -no_clocks]
set_input_delay [expr $clk_period * $clk_io_pct] -clock clk0 $non_clock_inputs
set_output_delay [expr $clk_period * $clk_io_pct] -clock clk0 [all_outputs]
==> out/qor.csv <==
metric;value;unit
outcome;finished, final reports clean;
number of warning messages in the logs;32;
number of vias per cell after detailed routing;5.96;
area of all sequential standard cells;36600;sq um
number of max-cap violations;0;
final sum of negative setup slack;0;ns
internal cell power;7.35;mW
CTS tree;built;
DP HPWL;117000;microns
post-synthesis async set-or-reset flop share;7.40;%
antenna viol nets, final;0;
mean instance size in the synthesized netlist;14.6;sq um
power per standard cell area;165;nW/um^2
switch share;34.1;%
Worst-path clk slew;0.06;ns
share of the core filled by cells before placement;40.5;%
setup repair after global routing missed its margin;no;
TritonCTS buffer count;141;
layout cells sized above 1;33.2;%
Tcrit/Tclk final;32.0;%
number of DRC markers in iteration 0;2658;
summed standard-cell area reported by yosys;60100;sq um
average detailed-routed wire length per instance;32.5;microns
combinational cell fraction of total power;33.7;%
number of synthesized register bits;1244;
Post-CTS Hold Buffers;0;
power share of the clock group;26.3;%
Critical Path RT;18.06;ns
DIE WIDTH;390;microns
final core utilization;45.7;%
Max Fanout on Critical Path;70;
dominant synthesized flop cell;edfxtp_1;
setup slack after layout;11.83;ns
fill cell instance count of the final layout;12618;
number of different library cells in the post-synthesis netlist;69;
VDD IR max;0.0933;mV
initial antenna violation count;5;
area of the mapped netlist;60100;sq um
critical path capture point type;register;
synthesis-to-finish area growth;12.9;%
largest net degree at the start of global routing;75;
total I/O pin count;103;
tally of buffers added on design ports;102;
vias;36642;
worst setup slack after placement;11.00;ns
wirelength, routed;200000;microns
Sinks on Clock Net;1244;
final weighted congestion in routability-driven placement;0.924;
most common logic cell in the routed design;edfxtp_1;
Final setup violation count;0;
CORE AREA;148000;sq um
overall global routing resource usage;28.8;%
number of H-tree branching levels;4;
Die H;390;microns
Worst Setup Start Kind;input port;
remaining max-slew budget at the tightest pin;32.2;%
number of enable flip-flop cells;1120;
remaining global-route overflow;0;
Final Skew;0.0325;ns
power share of the sequential group;40.0;%
Post CTS Setup Buffer Count;0;
overall chip area;152000;sq um
Clock Tree Buf Depth;3;
time the worst path needs with I/O delays and setup;5.57;ns
max-slew violation total from the final report;0;
via count of the first global-routing pass;38043;
Worst Hold Class;reg2reg;
transition time at the pin with the least slew margin;1.02;ns
top achievable clock speed;180;MHz
Logic area;21600;sq um
critical setup path kind;in2reg;
Static Leakage;23.0;nW
number of instances resized during post-cts repair;0;
Site Rows;141;
Ys Warns;7;
first-pass GRT wire length;284000;microns
sequential element share of the synthesized area;60.9;%
total count of hold-check failures in the final report;0;
drt drc;0;
net switching power;3.81;mW
most numerous logic cells after layout;edfxtp_1, mux2_2, nand2_1;
Latency at later pin;0.79;ns
ys cells;4110;
post-synthesis cell count;4110;
first-pass detailed-route iteration total;6;
data arrival at the endpoint of the critical path;6.23;ns
buffer cell driving the clock tree root;clkbuf_16;
state kept, by name (all words and copies together), names as in the netlist, 2 cells and up:
name	cells
addr_1	5
addr_2	5
cal_din	32
cbd2_1.dout	24
cbd_dout_1	4
cbd_dout_2	4
counter	6
din_1	32
din_2	32
dout	32
grain	2
ram1.dout_1	32
ram1.mem	1024
timer	4
worst paths after layout:
| kind | to | cells past startpoint | slack (ns) | startpoint |
|---|---|---|---|---|
| max in group asynchronous | addr_1[1] | 3 | 12.81 | reset |
| max reg2reg | ram1.mem[11][2] | 7 | 12.91 | addr_1[4] |
| min in group asynchronous | grain[1] | 2 | 3.30 | reset |
| min | cal_din[29] | 0 | 0.45 | ram1.dout_1[29] |
| max | addr_2[4] | 7 | 11.83 | set |
| min reg2reg | cal_din[29] | 0 | 0.45 | ram1.dout_1[29] |
metal layers:
layer / vias to the layer above / part of all wire (%) / routed length [microns] / GRT usage [%]
li1: 15602 / - / - / -
met1: 18151 / 34 / 67600 / 35.3
met2: 2462 / 43 / 86500 / 39.3
met3: 407 / 18 / 36900 / 22.9
met4: 20 / 4.1 / 8280 / 9.15
met5: - / 0.20 / 400 / 2.04
through the flow:
step | hold slack [ns] | cells | total power, mW | cell area [sq um]
after floorplan | 0.404 | 4110 | 6.99 | 60100
after global placement | 0.422 | 5896 | 8.19 | 63300
after detailed placement | 0.422 | 5896 | 8.23 | 63300
after CTS | 0.444 | 6151 | 11.2 | 67800
after global routing | 0.455 | 6151 | 11.7 | 67800
final | 0.448 | 6153 | 11.2 | 67800
logic make-up (layout without fill, tap and decap cells):
group | after synthesis | after routing | synth area share [%]
fa+ha+maj | 42 | 42 | 0.974
other cells | 0 | 2 | 0
buf+inv | 563 | 602 | 4.26
simple gates | 579 | 579 | 4.16
xor+xnor | 4 | 4 | 0.0583
compound gates | 663 | 663 | 6.60
flops | 1244 | 1244 | 60.9
mux | 1015 | 1015 | 23.1
critical path, cell delays in order:
cell and delay, ns:
buf_2 0.08, buf_4 0.45, and4b_2 0.30, buf_4 0.46, nand2_2 0.29, nand2_4 0.68
mux2_2 0.42
power groups by stage:
stage	Clock, mW	Combinational [mW]	Sequential (mW)
CTS	2.97	3.75	4.44
global route	3.08	4.08	4.50
finish	2.94	3.76	4.46
cell usage after synthesis (5+ instances only):
master	count	area (sq um)
and2_1	11	68.8
mux2_1	20	225
buf_4	73	548
a32oi_1	29	254
nand3_1	9	45.0
a21oi_1	76	380
dfrtp_1	91	2280
mux4_2	226	5090
fa_1	8	160
o22ai_1	32	200
nand3b_1	12	90.1
nor2_1	72	270
buf_2	94	470
mux2i_1	77	771
inv_1	82	308
ha_1	34	425
a22o_1	32	280
nor3_1	6	30.0
buf_6	7	78.8
o221ai_1	27	236
edfxtp_1	1120	33600
a221oi_1	32	280
o21ai_0	369	1850
a31oi_1	23	144
buf_1	32	120
clkbuf_1	274	1030
nand2b_1	5	31.3
nand2_1	415	1560
a22oi_1	30	225
mux2_2	692	7790
nand2_2	9	56.3
dfxtp_1	32	641
final cells by class:
class	count	share of cell area, %
clock inverter	51	0.594
antenna	2	0.00738
inverter	83	0.467
clock buffer	204	6.12
multi-input combinational	2303	31.9
timing repair buffer	264	3.31
tap	2002	3.69
sequential	1244	53.9
No activity file was given, so power comes from the tool's default toggle rates.
